[flow/run.sh]
#!/bin/bash
# OpenROAD 26Q1-2900-gdf79404cd8, Yosys 0.63+post, stock flow scripts
make -C /OpenROAD-flow-scripts/flow DESIGN_CONFIG=/design/flow/config.mk WORK_HOME=/design/flow/orfs finish
[flow/config.mk]
export PLATFORM = sky130hd
export DESIGN_NAME = seven_seg_B
export DESIGN_NICKNAME = seven_seg_B
export VERILOG_FILES = /design/flow/design.v
export SDC_FILE = /design/flow/constraint.sdc
export NUM_CORES = 4
export LEC_CHECK = 1
export CORE_AREA = 10 10 70 70
export DIE_AREA = 0 0 80 80
[flow/constraint.sdc]
current_design seven_seg_B

set clk_period 1.0
set clk_io_pct 0.2

create_clock -name clk0 -period $clk_period [get_ports {clk}]

set non_clock_inputs [all_inputs -no_clocks]
set_input_delay [expr $clk_period * $clk_io_pct] -clock clk0 $non_clock_inputs
set_output_delay [expr $clk_period * $clk_io_pct] -clock clk0 [all_outputs]
[flow/design.v]
module seven_seg_B(value, clk, reset, alphanumeric);
  input [3:0] value;  
  input clk, reset;
  output [5:0] alphanumeric;
  reg [5:0] alphanumeric;
  always @ (posedge clk) begin
    if (reset) begin
      alphanumeric = 1;  
    end
    else begin
    case (value)
      4'b0000  :  alphanumeric <=   6'b000001;   
      4'b0001  :  alphanumeric <=   6'b000010;   
      4'b0010  :  alphanumeric <=   6'b001001;   
      4'b0011  :  alphanumeric <=   6'b001001;   
      4'b0100  :  alphanumeric <=   6'b010001;   
      4'b0101  :  alphanumeric <=   6'b000001;   
      4'b0110  :  alphanumeric <=   6'b000001;   
      4'b0111  :  alphanumeric <=   6'b000001;   
      4'b1000  :  alphanumeric <=   6'b010001;   
      4'b1001  :  alphanumeric <=   6'b000001;   
      4'b1010  :  alphanumeric <=   6'b000001;   
      4'b1011  :  alphanumeric <=   6'b000001;   
      4'b1100  :  alphanumeric <=   6'b000001;   
      4'b1101  :  alphanumeric <=   6'b000001;   
      4'b1110  :  alphanumeric <=   6'b000000;   
      4'b1111  :  alphanumeric <=   6'b000001;   
    endcase
    end
  end
endmodule
==> results.json <==
{
  "cts.sinks": 4,
  "num_rows": 21,
  "p_per_area_nw_per_um2": 1217,
  "drc": 0,
  "violations": "setup timing",
  "crit_type": "in -> reg",
  "dieArea_um2": 6400,
  "ys_seq_share_pct": 49.61,
  "ys_warn_count": 1,
  "top_cells_by_area": "dfxtp_1 50%, buf_4 9.3%, nor4_1 7.8%",
  "drive_gt1_share_pct": 26.67,
  "ys_cells": 15,
  "htreeDepth": 1,
  "die_w_um": 80,
  "slew_viol_final": 0,
  "logic_family": "simple AND/OR/NAND/NOR gates",
  "antenna-diode-count": 0,
  "syn_area_um2": 161.4,
  "globalplace.congestion": 0.7414,
  "holdBufCountCts": 0,
  "dp.cells": 73,
  "die_h_um": 80,
  "worst_path_max_delay_cell": "or4b_1",
  "rsz0062_at_grt": "false",
  "hold_path.class": "in -> reg",
  "cts_made_buffers": 3,
  "clkTransAtPathRegs_ps": 40,
  "synthSimpleGateAreaFrac_pct": 28.68,
  "top_regs": "alphanumeric (4)",
  "switching_share_pct": 20.94,
  "arrival_ps": 1130,
  "crit_family": "simple AND/OR/NAND/NOR gates",
  "ys_seq_elements": 4,
  "yosys.area_share.xor_xnor_pct": 5.426,
  "wirelength_um": 523,
  "layout_setup_ws_ps": -9.929,
  "run_status": "complete, but fails checks",
  "min_period_ps": 1010,
  "cts_setup_buffers": 0,
  "ir_worst_vdd_v": 0.0002372,
  "fmax_mhz": 990.2,
  "adder_share_pct": 0,
  "wl_per_cell_um": 6.882,
  "largest_reg_flops": 4,
  "ios": 12,
  "crit_buf_inv": 1,
  "cp-start-kind": "primary input",
  "grt_max_degree": 5,
  "drtIter0Drc": 9,
  "largest_register": "alphanumeric",
  "clockBufferDepth": 2,
  "p_seq_share_pct": 39.4,
  "aoi_share_pct": 4.651,
  "finalHoldViolCount": 0,
  "yosysTopAreaCellShare_pct": 49.61,
  "syn_area_per_cell_um2": 10.76,
  "syn_inst": 15,
  "core_um2": 3416,
  "warnings": 25,
  "slowest_delay_ps": 500,
  "cts_root_buf": "clkbuf_4",
  "gr-usage-all-layers_pct": 1.667,
  "synth_top_cell_by_area": "dfxtp_1",
  "antenna_found_initial": 0,
  "pwr-share-comb_pct": 12.5,
  "intPower_w": 0.0003334,
  "ant_nets": 0,
  "grt_pass1_vias": 145,
  "vias_per_cell": 2.158,
  "pre_cts_slack_ps": -423.1,
  "required_ps": 1120,
  "grt-ovfl-total": 0,
  "synth.distinct_cells": 10,
  "clockPowerShare_pct": 48.2,
  "cp_cell_sequence": "dlygate4sd2_1 > or4b_1 > a21o_1",
  "setup_viol": 1,
  "grt_first_pass_wirelength_um": 765,
  "fin_crit_sh_pct": 101.0,
  "cap_viol_max_count": 0,
  "synth.mux.area_fraction_pct": 0,
  "finalNonFillerCells": 76,
  "p_sw_w": 0.00008830,
  "vias": 164,
  "fp-utilization_pct": 4.725,
  "crit_fanout": 2,
  "port_buffers": 9,
  "cts_tree": "done",
  "cellLeakagePower_nw": 0.1311,
  "ys_chip_area_um2": 161.4,
  "crit_path_end_kind": "register",
  "final_cell_mix": "4 x dlygate4sd2_1, 4 x clkdlybuf4s15_1, 4 x buf_4",
  "first_pass_iters": 4,
  "synthToLayoutAreaGrowth_pct": 114.7
}
-- worst paths after layout --
path | from | endpoint | slack [ps] | cells past startpoint
hold / removal | value[2] | alphanumeric[3]$_SDFF_PP0_ | 360 | 3
setup / recovery | value[1] | alphanumeric[0]$_SDFF_PP1_ | -10 | 3
-- power groups by stage --
stage	clock network, W	registers [W]	logic (W)
4_1_cts	0.000212	0.000166	0.0000525
5_1_grt	0.000242	0.000166	0.0000570
6_report	0.000203	0.000166	0.0000525
-- cells in the mapped netlist --
| cell | n |
|---|---|
| or4b_1 | 1 |
| buf_4 | 2 |
| xnor2_1 | 1 |
| nor4b_1 | 1 |
| nand4b_1 | 1 |
| dfxtp_1 | 4 |
| a21o_1 | 1 |
| nor4_1 | 2 |
| and2_1 | 1 |
| conb_1 | 1 |
-- cells by family (layout without fill, tap and decap cells) --
logic type	Yosys count	count (layout)
AOI/OAI and AO/OA	1	1
DFF	4	4
buffers and inverters	2	16
xor gates and xnor gates	1	1
and+or+nand+nor	6	6
other	1	2
-- cell type report --
class / count / area [um^2]
repair buffers: 13 / 115.1
multi-input cells: 10 / 70.07
well taps: 46 / 57.56
flip-flops and latches: 4 / 81.33
clock buffers: 3 / 22.52
fillers: 408 / 3069
-- metal layers --
layer	vias to the layer above	track usage, %	share of wire, %
met5	-	0	0
li1	82	-	-
met1	66	2.126	50
met4	0	0.5282	0
met2	16	0.8828	20
met3	0	2.955	30
-- metrics by stage --
| step | utilization (%) | hold WS [ps] | power [W] | area, um^2 | TNS [ps] |
|---|---|---|---|---|---|
| final | 10.15 | 364.7 | 0.0004217 | 346.6 | -9.929 |
| after global routing | 10.15 | 366.0 | 0.0004652 | 346.6 | 0 |
| after CTS | 10.04 | 359.6 | 0.0004305 | 342.8 | 0 |
| after detailed placement | 9.597 | 859.2 | 0.0002289 | 327.8 | -996.3 |
| after global placement | 9.597 | 838.4 | 0.0002261 | 327.8 | -873.6 |
| after floorplan | - | 275.6 | 0.0001825 | 165.2 | 0 |
-- what timing repair did --
action,4_1_cts,5_1_grt
pin swaps,2,0
gates resized,10,3
setup endpoints to repair,6,3
Power figures rest on the tool's default switching activity, not on a simulated workload.
